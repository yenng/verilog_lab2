===== /design/flow/design.v =====
module slowClock(
	input	CLOCK_50,
	output	reg [0:0]outX
);
	reg [31:0] i = 0;	
	always @ (posedge CLOCK_50)
		begin
			if(i>5000000)
				begin
					i = 0;
				 outX = ~outX;
				end
			else	
				i = i + 1;
		end
endmodule

===== /design/flow/run.sh =====
#!/bin/bash
# OpenROAD 26Q1-2900-gdf79404cd8, Yosys 0.63+post, stock flow scripts
make -C /OpenROAD-flow-scripts/flow DESIGN_CONFIG=/design/flow/config.mk WORK_HOME=/design/flow/orfs finish

===== /design/flow/config.mk =====
export PLATFORM = sky130hd
export DESIGN_NAME = slowClock
export DESIGN_NICKNAME = slowClock
export VERILOG_FILES = /design/flow/design.v
export SDC_FILE = /design/flow/constraint.sdc
export NUM_CORES = 4
export LEC_CHECK = 1
export CORE_UTILIZATION = 30

===== /design/flow/constraint.sdc =====
current_design slowClock

set clk_period 3.5
set clk_io_pct 0.2

create_clock -name clk0 -period $clk_period [get_ports {CLOCK_50}]

set non_clock_inputs [all_inputs -no_clocks]
set_input_delay [expr $clk_period * $clk_io_pct] -clock clk0 $non_clock_inputs
set_output_delay [expr $clk_period * $clk_io_pct] -clock clk0 [all_outputs]

==> results.cfg <==
; implementation run metrics
[critical_path]
worst_path_dominant_cell_family = simple AND/OR/NAND/NOR gates
worst_path_max_delay_cell = sky130_fd_sc_hd__or4_1
worstPathBufferInverterCount = 0
start_kind = flop
cp_slowest_stage_delay_ns = 0.53
worst-path-max-fanout = 24
critical_path.cell_chain = and4bb_1 > nand4_1 > or4_1 > o21a_2 > or2_2
setup.worst_path.end_class = flop
critical_path_required_ns = 3.55
critPathKind = reg -> reg
cp.arrival_ns = 2.31

[detailed_routing]
post-route-drc-count = 0
total_antenna_diodes_in_the_routed_design = 0
vias_per_cell = 4.44
ant_nets = 0
initialDrtViolationCount = 76
wl_mm = 2.47
route.detailed.wl_per_inst_um = 10.8
drt-pass1-iter-count = 4
num_vias = 1012

[floorplan]
placementRows = 25
ports = 2
die_area_um2 = 5240
core_region_area_um2 = 4750
floorplanUtilization = 0.312
chipHeight_um = 72.4
die_width_um = 72.4

[finish]
area.growth.synth_to_final_pct = 14.0
mostFrequentLayoutCell = sky130_fd_sc_hd__dfxtp_1
num-fill-cells = 497
most-common-layout-cells = sky130_fd_sc_hd__dfxtp_1 (32), sky130_fd_sc_hd__nor3_2 (20), sky130_fd_sc_hd__xnor2_1 (15)
drive_above_1_share = 0.193

[clock_tree]
cts-buffers-inserted = 5
htreeDepth = 2
holdBufCountCts = 0
cts_buffer_depth = 2
numClockSinks = 33
cts.repair.resized = 0
buffers_inserted_by_post_cts_timing_repair = 0
clock_latency_ns = 0.29
cts.reportedPaths.clkPinSlew_ns = 0.07
clockRootBuffer = sky130_fd_sc_hd__clkbuf_8
tritoncts_clock_tree = yes

[global_routing]
grt_first_pass_wirelength_mm = 4.35
track_usage = 0.108
largest_net_degree_at_the_start_of_global_routing = 25
grt_overflow = 0
first_global_vias = 969
grt_antenna_before_repair = 0

[final_timing]
fin_setup_tns_ns = 0
layout_worst_path_cycle_share = 0.645
transition_time_of_the_tightest_slew_check_pin_ns = 0.671
final.hold.worst_slack_ns = 0.526
finalClockSkew_ns = 0.00238
timing_hold_violations_final = 0
period_needed_ns = 2.26
setup_repair_after_global_routing_missed_its_margin = false
setup-violations-final = 0
timing.final.ws_setup_ns = 1.24
final_max_slew_viol_count = 0
timing.slew.headroom = 0.553
maxClockFrequency_mhz = 443

[placed_design]
buffer_ports.inserted = 1
weighted_congestion_at_the_end_of_routability_driven_global_placement = 0.846
half_perimeter_wire_length_of_the_detailed_placement_result_mm = 1.56
post_place_setup_slack_ns = 1.25

[job]
openroad.warnings = 26
maxCapViolations = 0

[power]
vdd_ir_drop_max_v = 0.000241
total_leakage_power_nw = 0.494
p_switching_uw = 157
powerDensity_nw_per_um2 = 447
switching_power_as_a_share_of_total_power = 0.208
internal_power_uw = 599
clock_network_power_share = 0.478
sequential_fraction_of_design_power = 0.509
share_comb_of_total_power = 0.013

[run_status]
run_status = completed

[synthesis]
synth.yosys.chip_area_um2 = 1490
yosysTopAreaCellShare = 0.431
ys_cells = 149
top_area_cell = sky130_fd_sc_hd__dfxtp_1
synth.ff_latch_count = 33
ys_top_cells_by_area = sky130_fd_sc_hd__dfxtp_1 (43%), sky130_fd_sc_hd__nor3_2 (13%), sky130_fd_sc_hd__xnor2_1 (8.8%)
synth_warnings = 1
syn-mean-instance-area_um2 = 9.97
synthDistinctLibCells = 30
synth_cells = 149
seq_area_frac_synth = 0.452
post_synth_instance_area_um2 = 1490

[min_path]
worst_hold_path_type = reg -> reg
==> registers in the layout, indices dropped and copies added, names as in the netlist <==
signal  cells
i          32
outX        1
==> metal layers <==
metal / GRT usage / routed length (µm)
met1: 0.164 / 1300
met2: 0.158 / 1050
met3: 0.0310 / 92
met4: 0.0196 / 29
met5: 0 / 0
==> cells in the mapped netlist, drive strengths merged <==
cell     number
a211o         1
a41oi         1
and3          1
and4          4
and4bb        1
buf           2
clkbuf        4
conb          1
dfxtp        32
edfxtp        1
ha            2
inv           6
nand2         8
nand2b        1
nand3         9
nand4         6
nand4bb       1
nor2         10
nor3         28
nor3b         1
nor4          2
nor4b         1
o21a          1
o21ai         1
or2           1
or3           1
or4           1
xnor2        15
xor2          6
==> cell type report <==
| cell class | instances | area (µm²) | area share |
|---|---|---|---|
| flip-flops and latches | 33 | 671 | 0.396 |
| multi-input cells | 112 | 785 | 0.463 |
| inverters | 6 | 22.5 | 0.0133 |
| clock buffers | 5 | 68.8 | 0.0407 |
| well taps | 67 | 83.8 | 0.0495 |
| repair buffers | 2 | 17.5 | 0.0103 |
| clock inverters | 3 | 45.0 | 0.0266 |
==> power by group through the flow <==
| stage | logic (mW) | registers, mW | clock network (mW) |
|---|---|---|---|
| after CTS | 0.0103 | 0.385 | 0.371 |
| after global routing | 0.0115 | 0.385 | 0.393 |
| final | 0.00993 | 0.385 | 0.361 |
==> worst register-to-register path, delay by kind of cell (launching register included) <==
family	cells	cell delay (ns)
and+or+nand+nor	4	1.33
AOI/OAI and AO/OA	1	0.34
DFF	1	0.36
==> kinds of logic after synthesis <==
family,count (synthesis),share of synthesized area
adder cells (fa/ha/maj),2,0.0168
AND/OR/NAND/NOR,76,0.344
flip-flops,33,0.452
XOR/XNOR,21,0.124
other,1,0.00252
AND-OR/OR-AND,4,0.0211
buffers and inverters,12,0.0404
==> final timing paths <==
kind / from / endpoint / slack, ns / cells past startpoint
worst min-delay path: i[0]$_SDFF_PN0_ / i[0]$_SDFF_PN0_ / 0.53 / 1
worst min register to register: i[0]$_SDFF_PN0_ / i[0]$_SDFF_PN0_ / 0.53 / 1
worst max-delay path: i[10]$_SDFF_PN0_ / outX$_DFFE_PN_ / 1.24 / 5
worst max register to register: i[10]$_SDFF_PN0_ / outX$_DFFE_PN_ / 1.24 / 5
==> stage by stage <==
step | utilization | cell area [µm²] | total power [mW] | instances
floorplan | - | 1520 | 0.403 | 157
global placement | 0.332 | 1580 | 0.404 | 220
detailed placement | 0.332 | 1580 | 0.404 | 220
CTS | 0.356 | 1690 | 0.766 | 228
global route | 0.356 | 1690 | 0.790 | 228
finish | 0.356 | 1690 | 0.756 | 228
Power and IR drop assume default switching activity.
