[/design/flow/config.mk]
export PLATFORM = sky130hd
export DESIGN_NAME = download
export DESIGN_NICKNAME = download
export VERILOG_FILES = /design/flow/design.v
export SDC_FILE = /design/flow/constraint.sdc
export NUM_CORES = 4
export LEC_CHECK = 1
export CORE_AREA = 10 10 70 70
export DIE_AREA = 0 0 80 80
[/design/flow/design.v]
module controlUnit(
	input [2:0] IR,								 
	input Enter, Aeq0, Apos, clock, reset,		 
	output reg IRload, JMPmux, PCload, Meminst, MemWr, Aload, Sub, Halt,	 
	output reg [1:0] Asel,													 
	output reg [3:0] state													 
	);
	reg [3:0] nextstate;
	parameter start = 0, fetch = 1, decode = 2, load = 8, store = 9, add = 10, sub = 11, Input = 12, jz = 13, jpos = 14, halt = 15;
	always@(posedge clock, posedge reset) 	 
	begin
		if(reset)
			state <= start;					 
		else
			state <= nextstate;
	end
	always@(IR,Enter,state,Apos,Aeq0)  
	begin      
		case(state)
			start:	begin
				{IRload, JMPmux, PCload, Meminst, MemWr, Asel, Aload, Sub, Halt} = 10'b 0000000000;
				nextstate = fetch;
				end
			fetch:	begin
				{IRload, JMPmux, PCload, Meminst, MemWr, Asel, Aload, Sub, Halt} = 10'b 1010000000;
				nextstate = decode;
				end
			decode:	begin
				{IRload, JMPmux, PCload, Meminst, MemWr, Asel, Aload, Sub, Halt} = 10'b 0001000000;
				case(IR)								 
					3'b 000: nextstate = load;
					3'b 001: nextstate = store;
					3'b 010: nextstate = add;
					3'b 011: nextstate = sub;
					3'b 100: nextstate = Input;
					3'b 101: nextstate = jz;
					3'b 110: nextstate = jpos;
					3'b 111: nextstate = halt;
					default: nextstate = decode;
				endcase
				end
			load:	begin
				{IRload, JMPmux, PCload, Meminst, MemWr, Asel, Aload, Sub, Halt} = 10'b 0000010100; 
				nextstate = start;
				end
			store:	begin
				{IRload, JMPmux, PCload, Meminst, MemWr, Asel, Aload, Sub, Halt} = 10'b 0001100000;
				nextstate = start;
				end
			add:	begin
				{IRload, JMPmux, PCload, Meminst, MemWr, Asel, Aload, Sub, Halt} = 10'b 0000000100;
				nextstate = start;
				end
			sub:	begin
				{IRload, JMPmux, PCload, Meminst, MemWr, Asel, Aload, Sub, Halt} = 10'b 0000000110;
				nextstate = start;
				end
			Input:	begin
				{IRload, JMPmux, PCload, Meminst, MemWr, Asel, Aload, Sub, Halt} = 10'b 0000001100;
				if(Enter)							 
					nextstate = start;
				else
					nextstate = Input;
				end
			jz:		begin
				{IRload, JMPmux, Meminst, MemWr, Asel, Aload, Sub, Halt} = 9'b 010000000;
				PCload = Aeq0;						 
				nextstate = start;	
				end
			jpos:	begin
				{IRload, JMPmux, Meminst, MemWr, Asel, Aload, Sub, Halt} = 9'b 010000000;
				PCload = Apos;						 
				nextstate = start;
				end
			halt:	begin
				{IRload, JMPmux, PCload, Meminst, MemWr, Asel, Aload, Sub, Halt} = 10'b 0000000001;
				nextstate = halt;
				end
			default:begin
				{IRload, JMPmux, PCload, Meminst, MemWr, Asel, Aload, Sub, Halt} = 10'b 0000000000;
				nextstate = fetch;
				end
		endcase
	end
endmodule 
module download(
	input [9:0] SW,								 
	input [0:0] KEY,							 
	output [9:0] LEDR,													 
	output [3:0] LEDG											 
	);
	controlUnit	try(SW[9:7],SW[6],SW[5],SW[4],KEY[0],SW[0],LEDR[9],LEDR[8],LEDR[7],LEDR[6],LEDR[5],LEDR[4],LEDR[3],LEDR[2],LEDR[1:0],LEDG[3:0]);
endmodule
[/design/flow/run.sh]
#!/bin/bash
# OpenROAD 26Q1-2900-gdf79404cd8, Yosys 0.63+post, stock flow scripts
make -C /OpenROAD-flow-scripts/flow DESIGN_CONFIG=/design/flow/config.mk WORK_HOME=/design/flow/orfs finish
[/design/flow/constraint.sdc]
current_design download

set clk_period 2.6
set clk_io_pct 0.2

create_clock -name clk0 -period $clk_period [get_ports {KEY}]

set non_clock_inputs [all_inputs -no_clocks]
set_input_delay [expr $clk_period * $clk_io_pct] -clock clk0 $non_clock_inputs
set_output_delay [expr $clk_period * $clk_io_pct] -clock clk0 [all_outputs]
==> ci_impl_report.md <==
## Synthesis and layout report

| Metric | Value |
|---|---|
| Status | finished clean |
| Kind of cell adding the most delay to the critical path | buffers and inverters |
| Slowest cell delay on critical path | just over 0.5 ns |
| IR Drop Worst-Case VDD | 0.0001537 V |
| Number of standard cells reported by yosys | roughly 54 |
| Post-layout worst setup margin | 0.2749 ns |
| Placement row count | 21 |
| Number of hold-slack violations in the final timing report | 0 |
| Share of Yosys cell area claimed by the top area cell type | 23.95% |
| RSZ-0062 raised after global routing | no |
| Power density normalized to cell area | approximately 900 mW/mm2 |
| Proportion of synthesized flip-flops having asynchronous set or reset | 100.0% |
| H-Tree Depth | 1 |
| Nature of the critical path endpoint | output pin |
| Share of total power consumed by net switching | 37.34% |
| Hold buffer count at CTS | 0 |
| Flip-flop count of the largest register after layout | 4 |
| Slew Limit Fails | 0 |
| Place WS | between 0.2 and 0.3 ns |
| Clock insertion delay at the later pin of the skew report | around 0.21 ns |
| Period Utilization, post-route | around 89% |
| Count of warnings emitted by yosys | 1 |
| End-of-flow core utilization | 17.99% |
| Tally of unique sky130hd cells used after synthesis | 24 |
| First-pass GRT wire length | ~1800 um |
| Yosys-reported design area after synthesis | about 420 um2 |
| Hold/Removal Path Class | primary input to async pin |
| CP required | 2.08 ns |
| Relative area change from synthesis to final layout | 47.01% |
| Overall global routing resource usage | 3.525% |
| Critical path's slowest cell | clkdlybuf4s50_1 |
| Die area | about 0.0064 mm2 |
| Total of endpoints with negative setup slack in the final report | 0 |
| Net switching power | between 0.0002 and 0.00025 W |
| Class of the most critical setup path | primary input to output pin |
| Most instantiated library cell after synthesis | buf_4 |
| Overall die width | around 80 um |
| Register share after synthesis | a little under a quarter |
| Ant diodes | 0 |
| Footprint of the multi-input gates | 205.2 um2 |
| Portion of total power attributed to sequential cells | between 30 and 40% |
| Post-detailed-route count of antenna-violating nets | 0 |
| Initial detailed-routing violation count | 27 |
| Endpoint arrival time on the critical path | about 1.8 ns |
| Largest registers | try.state x4 |
| Worst Tran Pin Value | approximately 0.45 ns |
| Count of input and output buffers | 21 |
| Core Region | between 0.003 and 0.004 mm2 |
| Number of enable flip-flop cells | 0 |
| Final min period | approximately 2.3 ns |
| CP max FO | 1 |
| Global route overflow | 0 |
| Internal cell power | 0.0003478 W |
| Remaining routing DRC violations | 0 |
| WL final | around 1200 um |
| Fraction of power consumed by combinational cells | ~56% |
| Relative slew slack | between 70% and 80% |
| Number of warnings in the stage logs | roughly 52 |
| Initial antenna violation count | 0 |
| DP HPWL | between 900 and 1000 um |
| Final Total Pwr | 0.0005551 W |
| Number of global-route vias before repair | around 390 |
| Vias post-DR | between 300 and 400 |
| Mean number of vias per cell | between 3 and 4 |
| Top cell type by total area after synthesis | dfrtp_1 |
| Chip height | ~80 um |
| Post-CTS Setup Bufs | 0 |
| Clock Pin Slew Worst Setup and Hold Paths | 0.03 ns |
| Cts bufs inserted | 3 |
| Flops after synth | 4 |
| Clock sink total | 4 |
| Core utilization before placement | around an eighth |
| Summed instance area of the synthesized netlist | ~420 um2 |
| Count of fill cells added during filler insertion | between 300 and 400 |
| Total buffers and inverters traversed by the critical path | 2 |
| Layout cell share with drive strength beyond 1 | 12.12% |
| Wirelength per Cell | ~11 um |
| Maximum operating frequency | ~0.43 GHz |
| Top reg by flops | try.state |
| TritonCTS clock tree | built |
| Number of placed I/O pins | 25 |
| Worst-case clock buffer depth | 2 |
| Number of resized instances in the post-cts repair step | 0 |
| Top FF cell, synth | dfrtp_1 |
| CP Cell Sequence | clkdlybuf4s50_1 -> and3_1 -> nor2_1 -> o32ai_2 -> clkdlybuf4s50_1 |
| Tally of max-capacitance violations | 0 |
| Final clock skew | 0 ns |
| Top cells by area | dfrtp_1 24%, buf_4 20%, nor3_1 4.8% |
| Portion of total power attributed to the clock network | between 10% and 20% |
| FF+latch area | 100.1 um2 |
| Drt first pass iters | 4 |
| Accumulated negative setup slack | 0 ns |
| Count of mapped cells out of synthesis | 54 |
| Kind of start point of the critical path | primary input |
| Pleak | ~0.24 nW |
| Average footprint of a synthesized cell | 7.739 um2 |
| Clock root buffer | clkbuf_4 |
| Crit path top cell by count | clkdlybuf4s50_1 |
| Weighted congestion reported at the end of routability-driven placement | approximately 0.74 |
| Pin count of the biggest net entering global routing | 17 |
-- path summary, 6_finish.rpt --
check,slack [ns],from,endpoint,depth (start not counted)
min,0.50,SW[0],try.state[2],2
max in group asynchronous,1.96,SW[0],try.state[3],2
max reg2reg,1.37,try.state[1],try.state[2],3
min in group clk0,0.73,try.state[0],try.state[3],1
min reg2reg,0.73,try.state[0],try.state[3],1
max,0.27,SW[5],LEDR[7],5
-- metrics by stage --
stage	hold WS, ns	cell area (um2)	cells
finish	0.4964	614.3	112
floorplan	0.2861	417.9	54
CTS	0.4762	614.3	112
detailed placement	0.7181	591.8	109
global placement	0.7081	591.8	109
global route	0.5023	614.3	112
-- power by group through the flow --
| stage | clock network (W) | registers (W) | logic, W |
|---|---|---|---|
| final | 0.0000657 | 0.000180 | 0.000310 |
| after global routing | 0.0000818 | 0.000192 | 0.000342 |
| after CTS | 0.0000807 | 0.000177 | 0.000321 |
-- cell type report --
cell class,count,area share [%]
inverter,5,3.055
multi-input combinational,33,33.40
tap,46,9.369
clock buffer,3,3.666
sequential,4,16.29
timing repair buffer,21,34.22
-- routing by layer --
layer,share of wire (%),up-vias,GRT usage [%]
met4,1.2,0,0.8803
li1,-,203,-
met1,42,173,4.005
met5,0,-,0
met2,48,13,5.859
met3,8.7,2,1.591
-- cell families after synthesis --
family | synth area share [%]
compound gates | 16.76
buf+inv | 26.94
flops | 23.95
mux | 2.395
simple gates | 29.94
-- worst reg2reg max path, cell delays in order (launching register included) --
cell and delay (ns):
dfrtp_1 0.61, and4bb_1 0.26, a31oi_1 0.15, o21ai_1 0.08
-- cell usage in the layout, fill, tap and decap left out, drive strengths merged, types with 2 or more instances in the layout --
master | Yosys | routed
and3 | 3 | 3
nor3 | 4 | 4
nor2 | 4 | 4
a31oi | 2 | 2
o21ai | 3 | 3
a21oi | 3 | 3
nand2b | 2 | 2
inv | 5 | 5
dfrtp | 4 | 4
clkdlybuf4s50 | 0 | 21
nand2 | 5 | 5
clkbuf | 0 | 3
No activity file was given, so power comes from the tool's default toggle rates.
